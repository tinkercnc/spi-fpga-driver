===== ./design.v =====
module quad(clk, A, B, Z, zr, out);
parameter W=14;
input clk, A, B, Z, zr;
reg [(W-1):0] c, i;
reg zl;
output [2*W:0] out = { zl, i, c };
reg [2:0] Ad, Bd;
reg [2:0] Zc;
always @(posedge clk) Ad <= {Ad[1:0], A};
always @(posedge clk) Bd <= {Bd[1:0], B};
wire good_one = &Zc;
wire good_zero = ~|Zc;
reg last_good;
wire index_pulse = good_one && !last_good;
wire count_enable = Ad[1] ^ Ad[2] ^ Bd[1] ^ Bd[2];
wire count_direction = Ad[1] ^ Bd[2];
always @(posedge clk)
begin
    if(Z && !good_one) Zc <= Zc + 2'b1;
    else if(!good_zero) Zc <= Zc - 2'b1;
    if(good_one) last_good <= 1;
    else if(good_zero) last_good <= 0;
    if(count_enable)
    begin
	if(count_direction) c <= c + 1'd1;
	else c <= c - 1'd1;
    end 
    if(index_pulse) begin
        i <= c;
        zl <= 1;
        end else if(zr) begin
        zl <= 0;
    end
end
endmodule
module pluto_spi_stepper(clk, SCK, MOSI, MISO, SSEL, nRESET, nPE, LED, nConfig, dout, din, step, dir, quadA, quadB, quadZ, up, down);
parameter W=10;
parameter F=11;
parameter T=4;
parameter QW=14;
input clk;
input SCK, SSEL, MOSI, nRESET;
output MISO, nConfig = 1'bZ, nPE;
output LED;
input [12:0] din;
input quadA;
input quadB;
input quadZ;
assign nConfig = nRESET;
assign nPE = 1'b1;
reg Spolarity;
reg[13:0] real_dout; output [13:0] dout = do_tristate ? 14'bZ : real_dout; 
wire[2:0] real_step; output [2:0] step = do_tristate ? 3'bZ : real_step ^ {3{Spolarity}};
wire[2:0] real_dir; output [2:0] dir = do_tristate ? 3'bZ : real_dir;
wire real_up; output up = do_tristate ? 1'bZ : real_up;
wire real_down; output down = do_tristate ? 1'bZ : real_down;
reg Zpolarity;
wire [W+F-1:0] pos0, pos1, pos2;
reg  [F:0]     vel0, vel1, vel2;
reg [T-1:0] dirtime, steptime;
reg [1:0] tap;
reg [10:0] div2048;
wire stepcnt = ~|(div2048[5:0]);
always @(posedge clk) begin
    div2048 <= div2048 + 1'd1;
end
wire do_enable_wdt, do_tristate;
wdt w(clk, do_enable_wdt, &div2048, do_tristate);
stepgen #(W,F,T) s0(clk, stepcnt, pos0, vel0, dirtime, steptime, real_step[0], real_dir[0], tap);
stepgen #(W,F,T) s1(clk, stepcnt, pos1, vel1, dirtime, steptime, real_step[1], real_dir[1], tap);
stepgen #(W,F,T) s2(clk, stepcnt, pos2, vel2, dirtime, steptime, real_step[2], real_dir[2], tap);
wire pwm_at_top;
reg [10:0] pwmcnt;
wire [10:0] top = 11'd2047;
assign pwm_at_top = (pwmcnt == top);
reg [15:0] pwm0;
always @(posedge clk) begin
    if(pwm_at_top) pwmcnt <= 0;
    else pwmcnt <= pwmcnt + 11'd1;
end
wire [10:0] pwmrev = { 
    pwmcnt[4], pwmcnt[5], pwmcnt[6], pwmcnt[7], pwmcnt[8], pwmcnt[9],
    pwmcnt[10], pwmcnt[3:0]};
wire [10:0] pwmcmp0 = pwm0[14] ? pwmrev : pwmcnt;    
wire pwmact0 = pwm0[10:0] > pwmcmp0;
assign real_up = pwm0[12] ^ (pwm0[15] ? 1'd0 : pwmact0);
assign real_down = pwm0[13] ^ (~pwm0[15] ? 1'd0 : pwmact0);
reg qtest;
wire [2*QW:0] quad0;
wire qr0;
quad q0(clk, quadA, quadB, quadZ^Zpolarity, qr0, quad0);
reg [2:0] SCKr;
always @(posedge clk) SCKr <= {SCKr[1:0], SCK};
wire SCK_risingedge = (SCKr[2:1]==2'b01);   
wire SCK_fallingedge = (SCKr[2:1]==2'b10);   
wire SCK_high = SCKr[1];   
reg [2:0] SSELr;
always @(posedge clk) SSELr <= {SSELr[1:0], SSEL};
wire SSEL_active = ~SSELr[1];   
wire SSEL_startmessage = (SSELr[2:1]==2'b10);   
wire SSEL_endmessage = (SSELr[2:1]==2'b01);   
wire MOSI_data = MOSI;
reg [2:0] bitcnt;
reg byte_received;   
reg [4:0] spibytecnt;
reg [7:0] data_recvd;
reg [7:0] data_sent;
reg [7:0] data_outbuf;
always @(posedge clk) begin
	if(SSEL_startmessage) begin
		bitcnt <= 3'b000;
		spibytecnt <= 5'b00000;
	end
	if(SSEL_active) begin
		if(SCK_risingedge) begin
			data_recvd <= {data_recvd[6:0], MOSI_data};
			bitcnt <= bitcnt + 3'b001;
			if(bitcnt==3'b000)
				data_sent <= data_outbuf;
		end
		else if(SCK_fallingedge) begin
			data_sent <= {data_sent[6:0], 1'b0};
			if(bitcnt==3'b000) begin
				spibytecnt <= spibytecnt + 5'b00001;
			end
		end
		byte_received <= SCK_risingedge && (bitcnt==3'b111);
	end
end
assign MISO = data_sent[7];   
reg [7:0] data_inbuf;
always @(posedge clk) begin
	if(SSEL_active) begin
		if(spibytecnt == 5'b00000) begin	 
			data_outbuf <= pos0[7:0];
			if(byte_received)
				data_inbuf <= data_recvd;	 
		end
		else if(spibytecnt == 5'b00001) begin	 
			data_outbuf <= pos0[15:8];
			if(byte_received)
				vel0 <= {data_recvd,data_inbuf};	 
		end
		else if(spibytecnt == 5'b00010) begin	 
			data_outbuf <= pos0[W+F-1:16];
			if(byte_received)
				data_inbuf <= data_recvd;	 
		end
		else if(spibytecnt == 5'b00011) begin	 
			data_outbuf <= 8'b0;
			if(byte_received)
				vel1 <= {data_recvd,data_inbuf};	 
		end
		else if(spibytecnt == 5'b00100) begin	 
			data_outbuf <= pos1[7:0];
			if(byte_received)
				data_inbuf <= data_recvd;	 
		end
		else if(spibytecnt == 5'b00101) begin	 
			data_outbuf <= pos1[15:8];
			if(byte_received)
				vel2 <= {data_recvd,data_inbuf};	 
		end
		else if(spibytecnt == 5'b00110) begin	 
			data_outbuf <= pos1[W+F-1:16];
			if(byte_received)
				data_inbuf <= data_recvd;	 
		end
		else if(spibytecnt == 5'b00111) begin	 
			data_outbuf <= 8'b0;
			if(byte_received)
				pwm0 <= {data_recvd,data_inbuf};	 
		end
		else if(spibytecnt == 5'b01000)  begin	 
			data_outbuf <= pos2[7:0];
			if(byte_received)
				data_inbuf <= data_recvd;	 
		end
		else if(spibytecnt == 5'b01001) begin	 
			data_outbuf <= pos2[15:8];
			if(byte_received) begin
				real_dout <= {data_recvd[5:0],data_inbuf};	 
			end
		end
		else if(spibytecnt == 5'b01010) begin	 
			data_outbuf <= pos2[W+F-1:16];
			if(byte_received)
				data_inbuf <= data_recvd;
		end
		else if(spibytecnt == 5'b01011) begin	 
			data_outbuf <= 8'b0;
			if(byte_received) begin
				tap <= data_recvd[7:6];
				steptime <= data_recvd[T-1:0];
				Spolarity <= data_inbuf[7];
				dirtime <= data_inbuf[T-1:0];
			end
		end
		else if(spibytecnt == 5'b01100) data_outbuf <= quad0[7:0];
		else if(spibytecnt == 5'b01101) data_outbuf <= quad0[15:8];
		else if(spibytecnt == 5'b01110) data_outbuf <= quad0[23:16];
		else if(spibytecnt == 5'b01111)  begin	 
			data_outbuf <= {4'b0, quad0[27:24]};
			if(byte_received) begin
				Zpolarity <= data_recvd[7];	 
			end
		end
		else if(spibytecnt == 5'b10000) data_outbuf <= din[7:0];
		else if(spibytecnt == 5'b10001) data_outbuf <= {quadA, quadB, quadZ, din[12:8]};
		else if(spibytecnt == 5'b10010) data_outbuf <= 8'b0;
		else if(spibytecnt == 5'b10011) data_outbuf <= 8'b0;
		else data_outbuf <= spibytecnt;
	end
end
assign LED = do_tristate ? 1'bZ : (real_step[0] ^ real_dir[0]);
assign do_enable_wdt = data_recvd[6] & (spibytecnt == 5'b01001) & byte_received;
endmodule
module stepgen(clk, enable, position, velocity, dirtime, steptime, step, dir, tap);
parameter W=12;
parameter F=10;
parameter T=5;
input clk, enable;
output [W+F-1:0] position; reg [W+F-1:0] position;
input [F:0] velocity;
input [T-1:0] dirtime, steptime;
input [1:0] tap;
output step, dir;
reg step, dir;
reg [T-1:0] timer;
reg [1:0] state;
reg ones;
wire dbit = velocity[F];
wire pbit = (tap == 0 ? position[F] 
			: (tap == 1 ? position[F+1]
			: (tap == 2 ? position[F+2]
			: position[F+3])));
wire [W+F-1:0] xvelocity = {{W{velocity[F]}}, {1{velocity[F-1:0]}}};
always @(posedge clk) begin
	if(enable) begin
		if((dir != dbit) && (pbit == ones)) begin
			if(state == 1) begin
				if(timer == 0) begin
					dir <= dbit;
					timer <= dirtime;
					state <= 2;
				end else begin
						timer <= timer - 1'd1;
				end
			end else begin
				if(timer == 0) begin
					step <= 0;
					timer <= dirtime;
					state <= 1;
				end else begin
					timer <= timer - 1'd1;
				end
			end
		end else if(state == 2) begin
			if(timer == 0) begin
				state <= 0;
			end else begin
				timer <= timer - 1'd1;
			end
		end else begin
			if(timer == 0) begin
				if(pbit != ones) begin
					ones <= pbit;
					step <= 1'd1;
					timer <= steptime;
				end else begin
					step <= 0;
				end
			end else begin
				timer <= timer - 1'd1;
			end
			if(dir == dbit) 
					position <= position + xvelocity;
		end
	end
end
endmodule
module wdt(clk, ena, cnt, out);
input clk, ena, cnt;
output out;
reg [6:0] timer;
wire timer_top = (timer == 7'd127);
reg internal_enable;
wire out = internal_enable && timer_top;
always @(posedge clk) begin
    if(ena) begin
        internal_enable <= 1;
        timer <= 0;
    end 
    else if(cnt && !timer_top) timer <= timer + 7'd1;
end
endmodule

===== ./run.sh =====
#!/bin/bash
# OpenROAD 26Q1-2900-gdf79404cd8, Yosys 0.63+post, stock flow scripts
make -C /OpenROAD-flow-scripts/flow DESIGN_CONFIG=/design/flow/config.mk WORK_HOME=/design/flow/orfs finish

===== ./config.mk =====
export PLATFORM = sky130hd
export DESIGN_NAME = pluto_spi_stepper
export DESIGN_NICKNAME = pluto_spi_stepper
export VERILOG_FILES = /design/flow/design.v
export SDC_FILE = /design/flow/constraint.sdc
export NUM_CORES = 4
export LEC_CHECK = 1
export CORE_UTILIZATION = 40

===== ./constraint.sdc =====
current_design pluto_spi_stepper

set clk_period 6.8
set clk_io_pct 0.2

create_clock -name clk0 -period $clk_period [get_ports {clk}]

set non_clock_inputs [all_inputs -no_clocks]
set_input_delay [expr $clk_period * $clk_io_pct] -clock clk0 $non_clock_inputs
set_output_delay [expr $clk_period * $clk_io_pct] -clock clk0 [all_outputs]

==> impl_table.tex <==
% Implementation results table
\begin{tabular}{lr}
\hline
Metric & Value \\
\hline
\multicolumn{2}{l}{\textbf{Logic synthesis}} \\
Share of the yosys chip area belonging to registers & 0.533 \\
Synth top cells by count & sky130\_fd\_sc\_hd\_\_edfxtp\_1 (225), sky130\_fd\_sc\_hd\_\_ha\_1 (97), sky130\_fd\_sc\_hd\_\_a21oi\_1 (92) \\
Largest area contributor in the synthesized netlist & sky130\_fd\_sc\_hd\_\_edfxtp\_1 \\
Warning count from the yosys run & 11 \\
Most common cell in the synthesized netlist & sky130\_fd\_sc\_hd\_\_edfxtp\_1 \\
Leading cell types by total area after synthesis & sky130\_fd\_sc\_hd\_\_edfxtp\_1 (47\%), sky130\_fd\_sc\_hd\_\_ha\_1 (8.4\%), sky130\_fd\_sc\_hd\_\_dfxtp\_1 (6.5\%) \\
Most common reg cell & sky130\_fd\_sc\_hd\_\_edfxtp\_1 \\
Number of cell instances after yosys synthesis & between 1000 and 1500 \\
EDFF count, synth & roughly 230 \\
Tally of unique sky130hd cells used after synthesis & around 70 \\
Chip Area, Yosys & roughly 14000 um\^{}2 \\
Yosys reg bits & between 200 and 300 \\
Proportion of register bits with asynchronous set or reset after synthesis & 0 \\
Synth top area share & 0.468 \\
\multicolumn{2}{l}{\textbf{Outcome}} \\
Stage at which the flow ended & synthesis (1\_2\_yosys) \\
Run status & aborted with a tool error \\
First Err & ERROR: Found 1 problems in 'check -assert'. \\
\hline
\end{tabular}
## cells by family after synthesis
family	Yosys count	share of synthesized area
AND-OR/OR-AND	323	0.145
buffers and inverters	102	0.0282
other	2	0.000520
adder cells (fa/ha/maj)	102	0.0910
XOR/XNOR	96	0.0582
multiplexers	17	0.0150
flip-flops	272	0.533
AND/OR/NAND/NOR	374	0.129
