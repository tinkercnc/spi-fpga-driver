==> design/flow/design.v <==
module quad(clk, A, B, Z, zr, out);
parameter W=14;
input clk, A, B, Z, zr;
reg [(W-1):0] c, i;
reg zl;
output [2*W:0] out = { zl, i, c };
reg [2:0] Ad, Bd;
reg [2:0] Zc;
always @(posedge clk) Ad <= {Ad[1:0], A};
always @(posedge clk) Bd <= {Bd[1:0], B};
wire good_one = &Zc;
wire good_zero = ~|Zc;
reg last_good;
wire index_pulse = good_one && !last_good;
wire count_enable = Ad[1] ^ Ad[2] ^ Bd[1] ^ Bd[2];
wire count_direction = Ad[1] ^ Bd[2];
always @(posedge clk)
begin
    if(Z && !good_one) Zc <= Zc + 2'b1;
    else if(!good_zero) Zc <= Zc - 2'b1;
    if(good_one) last_good <= 1;
    else if(good_zero) last_good <= 0;
    if(count_enable)
    begin
	if(count_direction) c <= c + 1'd1;
	else c <= c - 1'd1;
    end 
    if(index_pulse) begin
        i <= c;
        zl <= 1;
        end else if(zr) begin
        zl <= 0;
    end
end
endmodule
module pluto_spi_rspi(clk, SCK, MOSI, MISO, SSEL, LED, nConfig, nRESET, nPE, quadA, quadB, quadZ, up, down, dout, din);
parameter QW=14;
input clk;
input SCK, SSEL, MOSI, nRESET;
output MISO, nConfig, nPE;
output LED;
input [7:0] din;
input [3:0] quadA;
input [3:0] quadB;
input [3:0] quadZ;
wire do_tristate;
assign nConfig = nRESET;
assign nPE = 1'b1;
reg[9:0] real_dout; 
output [9:0] dout = do_tristate ? 10'bZZZZZZZZZZ : real_dout;
wire[3:0] real_up;
output [3:0] up = do_tristate ? 4'bZZZZ : real_up;
wire[3:0] real_down;
output [3:0] down = do_tristate ? 4'bZZZZ : real_down;
reg Zpolarity;
wire pwm_at_top;
reg [10:0] pwmcnt;
wire [10:0] top = 11'd2047;
assign pwm_at_top = (pwmcnt == top);
reg [15:0] pwm0, pwm1, pwm2, pwm3;
always @(posedge clk) begin
    if(pwm_at_top) pwmcnt <= 0;
    else pwmcnt <= pwmcnt + 11'd1;
end
wire [10:0] pwmrev = { 
    pwmcnt[4], pwmcnt[5], pwmcnt[6], pwmcnt[7], pwmcnt[8], pwmcnt[9],
    pwmcnt[10], pwmcnt[3:0]};
wire [10:0] pwmcmp0 = pwm0[14] ? pwmrev : pwmcnt;    
wire pwmact0 = pwm0[10:0] > pwmcmp0;
wire pwmact1 = pwm1[10:0] > pwmcmp0;
wire pwmact2 = pwm2[10:0] > pwmcmp0;
wire pwmact3 = pwm3[10:0] > pwmcmp0;
assign real_up[0] = pwm0[12] ^ (pwm0[15] ? 1'd0 : pwmact0);
assign real_up[1] = pwm1[12] ^ (pwm1[15] ? 1'd0 : pwmact1);
assign real_up[2] = pwm2[12] ^ (pwm2[15] ? 1'd0 : pwmact2);
assign real_up[3] = pwm3[12] ^ (pwm3[15] ? 1'd0 : pwmact3);
assign real_down[0] = pwm0[13] ^ (~pwm0[15] ? 1'd0 : pwmact0);
assign real_down[1] = pwm1[13] ^ (~pwm1[15] ? 1'd0 : pwmact1);
assign real_down[2] = pwm2[13] ^ (~pwm2[15] ? 1'd0 : pwmact2);
assign real_down[3] = pwm3[13] ^ (~pwm3[15] ? 1'd0 : pwmact3);
reg qtest;
wire [2*QW:0] quad0, quad1, quad2, quad3;
wire qr0, qr1, qr2, qr3;
quad q0(clk, quadA[0], quadB[0], quadZ[0]^Zpolarity, qr0, quad0);
quad q1(clk, quadA[1], quadB[1], quadZ[1]^Zpolarity, qr1, quad1);
quad q2(clk, quadA[2], quadB[2], quadZ[2]^Zpolarity, qr2, quad2);
quad q3(clk, quadA[3], quadB[3], quadZ[3]^Zpolarity, qr3, quad3);
reg [2:0] SCKr;
always @(posedge clk) SCKr <= {SCKr[1:0], SCK};
wire SCK_risingedge = (SCKr[2:1]==2'b01);   
wire SCK_fallingedge = (SCKr[2:1]==2'b10);   
wire SCK_high = SCKr[1];   
reg [2:0] SSELr;
always @(posedge clk) SSELr <= {SSELr[1:0], SSEL};
wire SSEL_active = ~SSELr[1];   
wire SSEL_startmessage = (SSELr[2:1]==2'b10);   
wire SSEL_endmessage = (SSELr[2:1]==2'b01);   
wire MOSI_data = MOSI;
reg [2:0] bitcnt;
reg byte_received;   
reg [4:0] spibytecnt;
reg [7:0] data_recvd;
reg [7:0] data_sent;
reg [7:0] data_outbuf;
always @(posedge clk) begin
	if(SSEL_startmessage) begin
		bitcnt <= 3'b000;
		spibytecnt <= 5'b00000;
	end
	if(SSEL_active) begin
		if(SCK_risingedge) begin
			data_recvd <= {data_recvd[6:0], MOSI_data};
			bitcnt <= bitcnt + 3'b001;
			if(bitcnt==3'b000)
				data_sent <= data_outbuf;
		end
		else if(SCK_fallingedge) begin
			data_sent <= {data_sent[6:0], 1'b0};
			if(bitcnt==3'b000) begin
				spibytecnt <= spibytecnt + 5'b00001;
			end
		end
		byte_received <= SCK_risingedge && (bitcnt==3'b111);
	end
end
assign MISO = data_sent[7];   
reg [7:0] data_inbuf;
always @(posedge clk) begin
	if(SSEL_active) begin
		if(spibytecnt == 5'b00000) begin	 
			data_outbuf <= quad0[7:0];
			if(byte_received)
				data_inbuf <= data_recvd;	 
		end
		else if(spibytecnt == 5'b00001) begin	 
			data_outbuf <= quad0[15:8];
			if(byte_received)
				pwm0 <= {data_recvd,data_inbuf};	 
		end
		else if(spibytecnt == 5'b00010) begin	 
			data_outbuf <= quad0[23:16];
			if(byte_received)
				data_inbuf <= data_recvd;	 
		end
		else if(spibytecnt == 5'b00011) begin	 
			data_outbuf <= {4'b0, quad0[27:24]};
			if(byte_received)
				pwm1 <= {data_recvd,data_inbuf};	 
		end
		else if(spibytecnt == 5'b00100) begin	 
			data_outbuf <= quad1[7:0];
			if(byte_received)
				data_inbuf <= data_recvd;	 
		end
		else if(spibytecnt == 5'b00101) begin	 
			data_outbuf <= quad1[15:8];
			if(byte_received)
				pwm2 <= {data_recvd,data_inbuf};	 
		end
		else if(spibytecnt == 5'b00110) begin	 
			data_outbuf <= quad1[23:16];
			if(byte_received)
				data_inbuf <= data_recvd;	 
		end
		else if(spibytecnt == 5'b00111) begin	 
			data_outbuf <= {4'b0, quad1[27:24]};
			if(byte_received)
				pwm3 <= {data_recvd,data_inbuf};	 
		end
		else if(spibytecnt == 5'b01000)  begin	 
			data_outbuf <= quad2[7:0];
			if(byte_received)
				data_inbuf <= data_recvd;	 
		end
		else if(spibytecnt == 5'b01001) begin	 
			data_outbuf <= quad2[15:8];
			if(byte_received) begin
				real_dout <= {data_recvd[1:0],data_inbuf};	 
				Zpolarity <= data_recvd[7];	 
				qtest <= data_recvd[5];	 
			end
		end
		else if(spibytecnt == 5'b01010) data_outbuf <= quad2[23:16];	 
		else if(spibytecnt == 5'b01011) data_outbuf <= {4'b0, quad2[27:24]};	 
		else if(spibytecnt == 5'b01100) data_outbuf <= quad3[7:0];
		else if(spibytecnt == 5'b01101) data_outbuf <= quad3[15:8];
		else if(spibytecnt == 5'b01110) data_outbuf <= quad3[23:16];
		else if(spibytecnt == 5'b01111) data_outbuf <= {4'b0, quad3[27:24]};
		else if(spibytecnt == 5'b10000) data_outbuf <= din;
		else if(spibytecnt == 5'b10001) data_outbuf <= {quadB, quadZ};
		else if(spibytecnt == 5'b10010) data_outbuf <= {4'b0, quadA};
		else if(spibytecnt == 5'b10011) data_outbuf <= 8'b0;
		else data_outbuf <= spibytecnt;
	end
end
assign LED = (real_up[0] ^ real_down[0]);
endmodule
==> design/flow/run.sh <==
#!/bin/bash
# OpenROAD 26Q1-2900-gdf79404cd8, Yosys 0.63+post, stock flow scripts
make -C /OpenROAD-flow-scripts/flow DESIGN_CONFIG=/design/flow/config.mk WORK_HOME=/design/flow/orfs finish
==> design/flow/config.mk <==
export PLATFORM = sky130hd
export DESIGN_NAME = pluto_spi_rspi
export DESIGN_NICKNAME = pluto_spi_rspi
export VERILOG_FILES = /design/flow/design.v
export SDC_FILE = /design/flow/constraint.sdc
export NUM_CORES = 4
export LEC_CHECK = 1
export CORE_UTILIZATION = 50
==> design/flow/constraint.sdc <==
current_design pluto_spi_rspi

set clk_period 6.6
set clk_io_pct 0.2

create_clock -name clk0 -period $clk_period [get_ports {clk}]

set non_clock_inputs [all_inputs -no_clocks]
set_input_delay [expr $clk_period * $clk_io_pct] -clock clk0 $non_clock_inputs
set_output_delay [expr $clk_period * $clk_io_pct] -clock clk0 [all_outputs]
==> impl_metrics.json <==
{
  "outcome": "finished clean",
  "dr_total_vias": 9612,
  "postSynthSeqShare": 0.546,
  "synth.yosys.warnings": 6,
  "grt_pass1_vias": 9210,
  "placement.cell_area_um2": 15200,
  "number_of_max_capacitance_violations_reported": 0,
  "dp_worst_setup_slack_ps": 2380,
  "final.setup.worst_slack_ps": 1810,
  "clkTransAtPathRegs_ps": 60,
  "ys_ff": 278,
  "layout-area-overhead-vs-synth_pct": 13.4,
  "yosys-top-cells-count": "225 x edfxtp_1, 101 x ha_1, 81 x nor2_1",
  "worstPathBufferInverterCount": 1,
  "htree_levels": 1,
  "fp-utilization": 0.512,
  "cell_internal_pwr_mw": 4.35,
  "cp.required_ps": 5280,
  "worst_setup_path_start_kind": "flop",
  "buffers_from_clock_root_to_sink_at_most": 3,
  "top_layer_used": "met4",
  "syn-instance-count": 1209,
  "firstDrtPassIters": 5,
  "worstMarginPinSlew_ps": 889,
  "commonest_flop": "edfxtp_1",
  "crit_path_cell_trace": "mux2i_1 > ha_1 > o21ai_0 > a211oi_1 > o21ai_0 > a21oi_1 > nand2_1 > xnor2_1 > clkdlybuf4s50_1",
  "power.combinational.fraction": 0.285,
  "critical_path.top_delay_family": "AND-OR/OR-AND gates",
  "postSynth.asyncResetShare": 0,
  "post_cts_resize_count": 0,
  "drc_errors": 0,
  "route.antenna.remaining_nets": 0,
  "place.detailed.instances": 1613,
  "antenna_cells": 0,
  "grt_start_max_net_pins": 38,
  "drive_above_1_share": 0.0853,
  "fin_area_um2": 16200,
  "endpoint_kind": "output pin",
  "cpMostUsedCell": "o21ai_0",
  "met1_routed_wirelength_after_detailed_routing_mm": 14.7,
  "clock.latency.late_pin_ps": 550,
  "grt_usage": 0.245,
  "path_max_fanout": 6,
  "tritoncts_num_sinks": 278,
  "cts_tree": "done",
  "port_buffers": 43,
  "routed_wire_length_mm": 32.3,
  "worst_hold_path_type": "reg2reg",
  "yosys.stat.chipArea_um2": 14300,
  "dieHeight_um": 171,
  "final.hold.worst_slack_ps": 325,
  "cellLeakagePower_nw": 5.97,
  "library_cell_with_the_highest_instance_count_after_synthesis": "edfxtp_1",
  "arrival_ps": 3470,
  "synth.cell_area_um2": 14300,
  "wire_length_of_the_first_global_routing_pass_mm": 50.7,
  "vdd_drop_max_v": 0.000250,
  "synth_area_per_cell_um2": 11.8,
  "design.portCount": 47,
  "wl_met3_mm": 2.89,
  "critical_path_class": "reg2out",
  "globalRoute.totalOverflow": 0,
  "clock_power_share": 0.275,
  "post-synth-top-area-fraction": 0.472,
  "period_used_share": 0.726,
  "tns_ps": 0,
  "fmaxAchievable_mhz": 209,
  "core_um2": 27900,
  "synthTopCellsByArea": "edfxtp_1 47%, ha_1 8.8%, dfxtp_1 7.4%, xnor2_1 3.5%, o21ai_0 2.6%",
  "root_buffer": "clkbuf_16",
  "met2WireLength_mm": 13.9,
  "synth_area_leader_cell": "edfxtp_1",
  "finalHoldViolCount": 0,
  "seqPwrFrac": 0.440,
  "grt_antenna_before_repair": 0,
  "count_of_hold_buffers_inserted_by_post_cts_repair": 0,
  "drt-wirelength-per-cell_um": 19.4,
  "die_wd_um": 171,
  "gp_congestion": 0.933,
  "critPathSlowestCell": "edfxtp_1",
  "timing.final.max_slew_violations": 0,
  "max-slew-margin-rel": 0.392,
  "rsz0062_at_grt": "false",
  "synthDistinctLibCells": 82,
  "clock_buffers_created_by_tritoncts": 30,
  "pwr_density_cell_nw_per_um2": 389,
  "detail_route.iter0.violations": 668,
  "layout_min_cycle_time_ps": 4790,
  "num_rows": 61,
  "postCtsSetupRepairBufs": 0,
  "ys_cells": 1209,
  "synth-edff-count": 225,
  "finClkSkew_ps": 14.0,
  "drt-vias-per-instance": 5.76,
  "slowest_delay_ps": 510,
  "hpwl_mm": 23.6,
  "power_switching_share": 0.311,
  "die-area_um2": 29300,
  "non_filler_cells_final": 1668,
  "tool_warnings": 29,
  "setup_violations": 0,
  "power.net_switching_mw": 1.96
}
-- final timing paths --
| kind | startpoint | end | slack (ps) | depth (start not counted) |
|---|---|---|---|---|
| worst max register to register | q2.Ad[1]$_DFF_P_ | q2.c[12]$_DFFE_PP_ | 3160 | 9 |
| worst max-delay path | pwm0[14]$_DFFE_PP_ | down[0] | 1810 | 9 |
| worst min register to register | q3.Bd[0]$_DFF_P_ | q3.Bd[1]$_DFF_P_ | 320 | 0 |
| worst min-delay path | q3.Bd[0]$_DFF_P_ | q3.Bd[1]$_DFF_P_ | 320 | 0 |
-- flip-flops by register name, indices dropped and copies added, names as in the netlist, 8 cells and up --
signal / flops
real_dout: 10
pwm2: 14
data_sent: 8
q1.c: 14
q1.i: 14
pwm3: 14
q3.c: 14
pwmcnt: 11
q2.c: 14
data_recvd: 8
q2.i: 14
q3.i: 14
pwm0: 15
data_outbuf: 8
data_inbuf: 8
q0.c: 14
q0.i: 14
pwm1: 14
-- stage by stage --
stage | utilization | total power [mW]
floorplan | - | 4.11
global placement | 0.543 | 4.57
detailed placement | 0.543 | 4.60
CTS | 0.581 | 6.36
global route | 0.581 | 6.70
finish | 0.581 | 6.31
-- per-layer routing --
metal	global-route usage	vias to the layer above
met4	0.0532	0
met1	0.399	4499
li1	-	4748
met5	0	-
met3	0.0853	51
met2	0.341	314
-- logic make-up after synthesis --
| logic type | count (synthesis) | share of synthesized area |
|---|---|---|
| AND/OR/NAND/NOR | 332 | 0.124 |
| AND-OR/OR-AND | 303 | 0.141 |
| flip-flops | 278 | 0.546 |
| adder cells (fa/ha/maj) | 109 | 0.0995 |
| buffers and inverters | 91 | 0.0287 |
| XOR/XNOR | 82 | 0.0502 |
| multiplexers | 13 | 0.00971 |
| other | 1 | 0.000262 |
-- power by group through the flow --
stage	combinational [mW]	clock, mW	sequential, mW
final	1.80	1.73	2.77
after global routing	2.03	1.85	2.82
after CTS	1.81	1.78	2.78
-- cells in the final DEF, fill, tap and decap left out, types with 6 or more instances in the layout --
master,count
nor3_1,23
a211oi_1,12
clkdlybuf4s50_1,43
dfxtp_1,53
o21ai_0,75
buf_4,24
clkbuf_16,33
a31oi_1,7
ha_1,101
nor2b_1,16
o211ai_1,13
o311ai_0,6
mux2i_1,6
o21a_1,15
edfxtp_1,225
a2111oi_0,10
or4_1,10
inv_1,49
xnor2_1,57
fa_1,8
a221oi_1,7
mux2_2,7
a21o_1,16
nor2_1,81
a211o_1,7
xor2_1,25
and2_1,13
nand3_1,42
nor4_1,7
and3_1,6
nand4_1,12
a22oi_1,6
o21bai_1,6
o22ai_1,10
clkbuf_8,8
a21oi_1,67
nand2b_1,15
nand2_1,65
-- final cells by class --
class                   instances  area [um^2]
fillers                      2288        11700
flip-flops and latches        278         7820
multi-input cells             840         6090
clock buffers                  45          951
repair buffers                 67          611
well taps                     378          473
inverters                      50          188
clock inverters                10          101
Power is estimated from default activity; no workload was simulated.
